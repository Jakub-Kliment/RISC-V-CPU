==> flow/run.sh <==
#!/bin/bash
# OpenROAD 26Q1-2900-gdf79404cd8, Yosys 0.63+post, stock flow scripts
make -C /OpenROAD-flow-scripts/flow DESIGN_CONFIG=/design/flow/config.mk WORK_HOME=/design/flow/orfs finish
==> flow/config.mk <==
export PLATFORM = sky130hd
export DESIGN_NAME = leds
export DESIGN_NICKNAME = leds
export VERILOG_FILES = /design/flow/design.v
export SDC_FILE = /design/flow/constraint.sdc
export NUM_CORES = 4
export LEC_CHECK = 1
export CORE_UTILIZATION = 30
==> flow/constraint.sdc <==
current_design leds

set clk_period 18.2
set clk_io_pct 0.2

create_clock -name clk0 -period $clk_period [get_ports {clk_i}]

set non_clock_inputs [all_inputs -no_clocks]
set_input_delay [expr $clk_period * $clk_io_pct] -clock clk0 $non_clock_inputs
set_output_delay [expr $clk_period * $clk_io_pct] -clock clk0 [all_outputs]
==> flow/design.v <==
module leds (
    input  wire         clk_i,
    input  wire         rst_ni,
    input  wire         en_i,
    input  wire         we_i,
    input  wire [ 31:0] waddr_i,
    input  wire [ 31:0] wdata_i,
    output wire [119:0] led_r_o,
    output wire [119:0] led_g_o,
    output wire [119:0] led_b_o
);
  localparam NUM_COLS = 12;
  localparam NUM_ROWS = 10;
  localparam TOTAL_LEDS = NUM_COLS * NUM_ROWS;
  localparam BASE_ADDR = 32'h50000000;
  wire [3:0] col_w;
  wire [3:0] row_w;
  wire update_r_w, update_g_w, update_b_w;
  wire [ 15:0] new_val_w;
  wire         is_base_addr_w;
  wire [119:0] update_mask_w;
  wire [119:0] new_values_w;
  reg [119:0] led_r_r, led_g_r, led_b_r;
  assign col_w          = wdata_i[3:0];
  assign row_w          = wdata_i[7:4];
  assign update_r_w     = wdata_i[8];
  assign update_g_w     = wdata_i[9];
  assign update_b_w     = wdata_i[10];
  assign new_val_w      = wdata_i[31:16];
  assign is_base_addr_w = (waddr_i == BASE_ADDR);
  genvar i, j;
  generate
    for (i = 0; i < NUM_ROWS; i = i + 1) begin : gen_rows
      for (j = 0; j < NUM_COLS; j = j + 1) begin : gen_cols
        localparam led_index = i * NUM_COLS + j;
        wire update_this_led_w = 
                    ((col_w == 4'b1111 || col_w == j) && (row_w == 4'b1111 || row_w == i)) ||
                    (col_w == j && row_w == 4'b1111) ||
                    (row_w == i && col_w == 4'b1111);
        wire [2:0] color_update_w = {update_b_w, update_g_w, update_r_w} & {3{update_this_led_w}};
        assign update_mask_w[led_index] = |color_update_w;
        wire new_led_value_w = 
                    (col_w == 4'b1111 && row_w == 4'b1111) ? new_val_w[0] :
                    (col_w == j && row_w == 4'b1111) ? new_val_w[i] :
                    (row_w == i && col_w == 4'b1111) ? new_val_w[j] : 
                    new_val_w[0];
        assign new_values_w[led_index] = new_led_value_w;
      end
    end
  endgenerate
  always @(posedge clk_i) begin
    if (~rst_ni) begin
      led_r_r <= {TOTAL_LEDS{1'b0}};
      led_g_r <= {TOTAL_LEDS{1'b0}};
      led_b_r <= {TOTAL_LEDS{1'b0}};
    end else if (en_i && we_i && is_base_addr_w) begin
      led_r_r <= (led_r_r & ~update_mask_w) | (new_values_w & update_mask_w & {TOTAL_LEDS{update_r_w}});
      led_g_r <= (led_g_r & ~update_mask_w) | (new_values_w & update_mask_w & {TOTAL_LEDS{update_g_w}});
      led_b_r <= (led_b_r & ~update_mask_w) | (new_values_w & update_mask_w & {TOTAL_LEDS{update_b_w}});
    end
  end
  assign led_r_o = led_r_r;
  assign led_g_o = led_g_r;
  assign led_b_o = led_b_r;
endmodule
==> summary.txt <==
The full implementation flow was run.

The leakage component of the power was reported as 6.987 nW. The post-detailed-placement cell area stands at 22190 sq um. Per the run report, area growth between synthesis and finish was 34.08%.

STA lists the startpoint of the worst register-to-register path as led_r_r[7]$_SDFFE_PN0P_. After clock tree synthesis, the setup repair step added 0 buffers. Entering global routing, the biggest net connects 87 pins. For the worst reg-to-reg path, the endpoint reported by OpenROAD is led_r_r[7]$_SDFFE_PN0P_. Per the post-route antenna check, the number of violating nets is 0. TritonCTS built the clock tree.

For the final database, setup skew stands at 0 ns. After global routing the overflow that remains totals 0. Sorting the synthesized cells by area gives the leading types as dfxtp_1, o211ai_1, o21ai_0. Detailed routing inserted a total of 19.14k vias. The finished layout cell area stands at 23500 sq um. The share of the core area taken by cells at floorplan is 30.37%. Post-CTS repair ended up resizing 0 cells. In this run the vertical extent of the chip is 243.7 microns. The register bit total from synthesis stands at 360. The level count of the clock H-tree stands at 2.

The arrival time of data at the critical path endpoint stands at 7.70 ns. The report gives the cell count of the worst hold path as 2. For reference, the placement row count at floorplan is 88. The instance count after placement with tap cells included stands at 3159.

STA classifies the critical path endpoint as a register. The proportion of netlist area held by the largest area contributor stands at 41.13%. The routed wire length per instance stands at 25.36 microns. In this run the cell area of the synthesized design comes to 17520 sq um. Summing over the stages, the warning tally comes to 34. In the post-synthesis netlist, the cell with the most instances is dfxtp_1.

The insertion delay to the later sink of the worst-skew pair stands at 0.54 ns. The smallest hold slack stands at 0.4596 ns. In this run the tool buffered the top-level ports with 418 buffer cells.

The DRC violation count after routing stands at 0. After synthesis, the mean cell area works out to 8.090 sq um. In this run the worst hold path is classified as reg -> reg. The maximum vdd ir drop stands at 0.05360 mV. For this run the detailed placement stage logged an HPWL of 55530 microns. Setup slack on the worst reg-to-reg path comes out at 17.47 ns. The required time at the worst-slack endpoint stands at 18.67 ns.

Summing the sequential cell areas from Yosys gives 41.13% of the chip area. The detailed router finished its first iteration with 2022 violations. In the setup report, the worst path falls into the class in -> reg. The number of sinks handled by clock tree synthesis stands at 360. The post-synthesis cell count from yosys stands at 2166.

For this design the ratio of total power to cell area is 73.56 nW/um^2. The global-route usage over all layers stands at 27.53%. In the final report, the number of pins over their slew limit comes to 0.

The area inside the core boundary stands at 57700 sq um. In the hold report, the worst path ends at led_r_r[13]$_SDFFE_PN0P_. In this run, CTS created clock tree buffers numbering 41. For this run, the final setup violation count is recorded as 0. OpenROAD reports that the post-layout worst path occupies 39.72% of the period.

The flow ran to the end, and the final reports show no timing, DRC or antenna violations. The ratio of cells with drive above 1 in the final layout stands at 8.404%. The number of global-route vias before repair is 17.84k. The finished layout reports a core utilization of 40.72%.

Summed over all layers, the routed wires come to 81880 microns. Looking at hold timing, the worst path starts from led_r_r[13]$_SDFFE_PN0P_. The slew check shows that the tightest pin keeps a relative margin of 27.13%. In this run the horizontal extent of the chip is 243.7 microns.

The largest total area in the synthesized netlist belongs to dfxtp_1. According to the I/O placement log, the pin count is 428. The die covers 59380 sq um. The final estimated routing congestion in global placement stands at 0.9365. The number of distinct library cells after synthesis stands at 74.

Setup repair after global routing left no endpoint under its margin. The number of hold buffers added after CTS was 0. The buffer levels on the longest clock path stands at 3. The tally of non-filler cells in the final layout stands at 3229. For reference, the critical path is launched at wdata_i[0].

The number of max-cap violations stands at 0. The post-synth count of flops with an enable pin is 0. Per the detail_route report, vias per standard cell equal 5.928. The final tally of hold violations stands at 0. The depth of the worst register-to-register path stands at 2.

Looking at the cell usage after synthesis, the top flip-flop cell is dfxtp_1. Per the timing report, the achievable frequency comes out to 0.1383 GHz. The number of warnings reported in the yosys synthesis log stands at 1.

Adding up every negative setup slack in the final design gives 0 ns. The clock transition at the register clock pins on the worst setup and hold paths after CTS stands at 0.06 ns. The worst-path maximum fanout stands at 80. The first-pass iteration count of the detailed router stands at 6. By count the netlist is led by dfxtp_1, o21ai_0, o211ai_1. The first-pass GRT wire length stands at 120700 microns.

The shortest period the worst path allows stands at 7.229 ns. The number of antenna violations at the first check in global routing came to 4. The post-synthesis chip area from yosys stands at 17520 sq um. Synthesis produced a netlist whose cell count is 2166. The share of synthesized registers carrying an async set or reset stands at 0%. The measured slew at the worst slew-check pin stands at 1.086 ns.

The tree is rooted in a clkbuf_16. The worst setup path is launched from a primary input.
worst max path at each step:
stage                        endpoint  slack (ns)
finish        led_r_r[1]$_SDFFE_PN0P_       10.97
global route  led_r_r[1]$_SDFFE_PN0P_       10.79
CTS           led_g_r[1]$_SDFFE_PN0P_       11.15
cell usage in the layout (no fill, tap or decap), types with 11 or more instances in the layout:
| cell type | instances |
|---|---|
| a21oi_1 | 161 |
| dfxtp_1 | 360 |
| o31ai_1 | 62 |
| nand2_1 | 149 |
| and3_1 | 12 |
| nor2_1 | 126 |
| clkbuf_1 | 11 |
| o2111ai_1 | 15 |
| clkbuf_16 | 41 |
| clkdlybuf4s50_1 | 417 |
| o22ai_1 | 83 |
| a31oi_1 | 12 |
| a32o_1 | 12 |
| a21boi_0 | 31 |
| nand3_1 | 48 |
| nor4_2 | 15 |
| buf_4 | 81 |
| and2_1 | 17 |
| nand4_1 | 64 |
| o211ai_1 | 227 |
| o21ai_0 | 259 |
| nor3_1 | 61 |
| o21ai_1 | 28 |
cell families after synthesis:
family                    Yosys count  synth area share (%)
muxes                               2                0.1214
buffers and inverters             279                 6.726
AOI/OAI and AO/OA                 959                 34.79
xor gates and xnor gates            6                0.3427
and+or+nand+nor                   560                 16.89
DFF                               360                 41.13
routing by layer:
metal | GRT usage, % | vias to the layer above | share of wire [%]
met5 | 0 | - | 0.031
met2 | 41.10 | 1057 | 44
li1 | - | 8737 | -
met1 | 38.72 | 9181 | 42
met4 | 8.346 | 4 | 3.5
met3 | 8.402 | 161 | 11
power by group:
group	switching [mW]	total, mW	leakage [nW]	internal (mW)
Sequential	0.000000000000288	0.788	2.90	0.788
Combinational	0.0988	0.135	3.46	0.0357
Clock	0.323	0.806	0.631	0.482
Total	0.422	1.73	6.99	1.31
flip-flops by register name (all words and copies together) (netlist names):
name     count
led_b_r    120
led_g_r    120
led_r_r    120
worst max-delay path, cell delays in order:
cell             delay, ns
clkdlybuf4s50_1       0.98
and4_4                0.68
buf_4                 0.75
o21ai_2               0.38
buf_4                 0.35
nor4_1                0.54
nand2_1               0.12
a21boi_0              0.18
metrics by stage:
step                      power, mW  setup slack [ns]
after floorplan              0.8818             12.92
final                         1.728             10.97
after CTS                     1.741             11.15
after detailed placement     0.9357             10.57
after global routing          1.783             10.79
after global placement       0.9340             10.65
cell type report:
type                            count  area (sq um)
Multi-Input combinational cell   1527          9203
Antenna cell                        1         2.502
Sequential cell                   360          7207
Timing Repair Buffer              499          4797
Tap cell                          765         957.2
Fill cell                        5536         34200
Clock buffer                       62          1205
Inverter                            8         30.03
Clock inverter                      7         93.84
No activity file was given, so power comes from the tool's default toggle rates.
