==> flow/design.v <==
module buttons (
    input  wire        clk_i,
    input  wire        rst_ni,
    input  wire        en_i,
    input  wire        we_i,
    input  wire [31:0] addr_i,
    input  wire [31:0] wdata_i,
    input  wire [ 9:0] push_i,
    input  wire [ 7:0] switch_i,
    output wire [31:0] rdata_o,
    output wire        irq_o
);
    reg [31:0] val_r;
    reg [31:0] src_r;
    reg [31:0] next_src_r;
    reg [31:0] ptm_r;
    reg [31:0] stm_r;
    reg [31:0] addr_r;
    reg        read_r;
    localparam VAL_ADDR = 32'h70000000;
    localparam SRC_ADDR = 32'h70000004;
    localparam PTM_ADDR = 32'h70000008;
    localparam STM_ADDR = 32'h7000000C;
    localparam SRC_MASK = 32'h00FF03FF;
    localparam PTM_MASK = 32'h000FFFFF;
    localparam STM_MASK = 32'h0000FFFF;
    localparam ACTIVE_LOW   = 2'b00;
    localparam RISING_EDGE  = 2'b01;
    localparam FALLING_EDGE = 2'b10;
    localparam ACTIVE_HIGH  = 2'b11;
    always @(*) begin
        next_src_r = src_r;
        for (integer i = 0; i < 10; i = i + 1) begin
            case (ptm_r[2*i+:2])
                ACTIVE_LOW: begin
                    if (!push_i[i]) begin
                        next_src_r[i] = 1'b1;
                    end
                end
                RISING_EDGE: begin
                    if (!val_r[i] && push_i[i]) begin
                        next_src_r[i] = 1'b1;
                    end
                end
                FALLING_EDGE: begin
                    if (val_r[i] && !push_i[i]) begin
                        next_src_r[i] = 1'b1;
                    end
                end
                ACTIVE_HIGH: begin
                    if (push_i[i]) begin
                        next_src_r[i] = 1'b1;
                    end
                end
                default: begin
                    next_src_r[i] = 1'b0;
                end
            endcase
        end
        for (integer i = 0; i < 8; i = i + 1) begin
            case (stm_r[2*i+:2])
                ACTIVE_LOW: begin
                    if (!switch_i[i]) begin
                        next_src_r[i + 16] = 1'b1;
                    end
                end
                RISING_EDGE: begin
                    if (!val_r[i + 16] && switch_i[i]) begin
                        next_src_r[i + 16] = 1'b1;
                    end
                end
                FALLING_EDGE: begin
                    if (val_r[i + 16] && !switch_i[i]) begin
                        next_src_r[i + 16] = 1'b1;
                    end
                end
                ACTIVE_HIGH: begin
                    if (switch_i[i]) begin
                        next_src_r[i + 16] = 1'b1;
                    end
                end
                default: begin
                    next_src_r[i + 16] = 1'b0;
                end
            endcase
        end
    end
    always @(posedge clk_i) begin
        if (!rst_ni) begin
            val_r    <= 32'h0;
            src_r    <= 32'h0;
            ptm_r    <= PTM_MASK;
            stm_r    <= STM_MASK;
        end else if (en_i && we_i) begin
            case (addr_i)
                SRC_ADDR: begin
                    if (wdata_i == 32'b0) begin
                        src_r <= 32'b0;
                    end
                end
                PTM_ADDR: begin
                    ptm_r <= (wdata_i & PTM_MASK);
                end
                STM_ADDR: begin
                    stm_r <= (wdata_i & STM_MASK);
                end
                default: begin
                end
            endcase
            if (addr_i != SRC_ADDR || wdata_i != 32'b0) begin
                src_r <= next_src_r;
            end
            val_r <= {8'b0, switch_i, 6'b0, push_i};
        end else begin
            src_r <= next_src_r;
            val_r <= {8'b0, switch_i, 6'b0, push_i};
        end
    end
    always @(posedge clk_i) begin
        read_r <= en_i;
        addr_r <= addr_i;
    end
    assign rdata_o = read_r ? (
        addr_r == VAL_ADDR ? val_r :
        addr_r == SRC_ADDR ? src_r :
        32'h0
    ) : 32'h0;
    assign irq_o = src_r != 32'b0;
endmodule
==> flow/run.sh <==
#!/bin/bash
# OpenROAD 26Q1-2900-gdf79404cd8, Yosys 0.63+post, stock flow scripts
make -C /OpenROAD-flow-scripts/flow DESIGN_CONFIG=/design/flow/config.mk WORK_HOME=/design/flow/orfs finish
==> flow/config.mk <==
export PLATFORM = sky130hd
export DESIGN_NAME = buttons
export DESIGN_NICKNAME = buttons
export VERILOG_FILES = /design/flow/design.v
export SDC_FILE = /design/flow/constraint.sdc
export NUM_CORES = 4
export LEC_CHECK = 1
export CORE_UTILIZATION = 40
==> flow/constraint.sdc <==
current_design buttons

set clk_period 5.7
set clk_io_pct 0.2

create_clock -name clk0 -period $clk_period [get_ports {clk_i}]

set non_clock_inputs [all_inputs -no_clocks]
set_input_delay [expr $clk_period * $clk_io_pct] -clock clk0 $non_clock_inputs
set_output_delay [expr $clk_period * $clk_io_pct] -clock clk0 [all_outputs]
==> results.ini <==
[cells_and_area]
fill_cells=927
seqCellArea_um2=2100
final_cells=696
drive_above_1_share_pct=5.71
final_util_pct=54.5
syn_to_final_growth_pct=30.2
logic_area_um2=2090

[synthesis]
ys_top_cells_by_count=dfxtp_1 (105), nor2b_1 (74), mux2i_1 (54)
yosysWarningCount=1
postSynthSeqShare_pct=47.8
ys.flop_type=dfxtp_1
yosys_area_um2=4400
top_cells_by_area=dfxtp_1 (48%), mux2i_1 (12%), nor2b_1 (11%)
ys_types=28
synth_top_cell_by_area=dfxtp_1
ys_cells=454
edf_count=0
netlist_instances=454
async_flop_share_pct=0
synthMostInstantiatedCell=dfxtp_1
syn_area_um2=4400
ys.flops=105
avgSynthCellArea_um2=9.70
netlist.area_leader.share_pct=47.8

[sta]
fmax_mhz=285
relSlewSlack_pct=49.2
worst_pin_slew_ns=0.763
timing.final.crit_period_ns=3.51
hold_viol_final=0
period_used_pct=61.6
rsz0062_at_grt=false
finClkSkew_ns=0.00954
slew_violations=0
setup_viol=0
fin_hold_ws_ns=0.537
fin_setup_tns_ns=0

[grt]
met1_usage_pct=28.5
grt-ovfl-total=0
grt_pass1_vias=3175
grt_pass1_wl_um=16200
grt_max_degree=93
use_met2_pct=28.6
track_usage_pct=18.7
antenna_found_initial=0
use_met3_pct=4.84
busiest_layer=met2

[floorplan]
num_rows=37
core_um2=10500
initCoreUtil_pct=41.9
die_w_um=107
ioPinCount=119
dieArea_um2=11400
die_y_um=107

[routing]
drt_pass1_iterations=4
drc=0
wl_um=10000
antenna_cells=0
ant_nets=0
first_iter_violations=122
drt-wirelength-per-cell_um=14.4
viasPerCell=4.87
vias=3390

[flow_run]
maxCapViolCount=0
openroad.warnings=25

[cts]
cts_setup_buffers=0
clock_sinks=105
cts_buffer_depth=2
cts_buffers=9
cts.repair.resized=0
cts_root_buffer=clkbuf_8
h-tree-depth=3
hold_buffers=0
clk_pin_slew_ns=0.10
insertion_delay_ns=0.37
cts_tree=built

[critical_path]
critPathBufInv=1
crit_type=flop to output port
cpPeakStageDelay_ns=0.53
crit_family=simple AND/OR/NAND/NOR gates
end_kind=output port
critPathLaunchType=flop
worstPathMaxFanout=18
cp.required_ns=4.56
critPathArrivalTime_ns=2.37
path_cells=nor4_1 > nand4_1 > or2_2 > nor2_1 > clkdlybuf4s50_1
worst_path_max_delay_cell=or2_2

[placement]
post-dp-hpwl_um=7090
place_congestion=0.772
dp.cells=680
io_buffer_count=104

[outcome]
outcome=completed

[pwr]
ir_drop_mv=0.173
power_density_nw_per_um2=244
leakage_nw=2.24

[hold_path]
hold_class=flop to flop

-- stage by stage --
step | power (W) | cell area, um2 | worst slack [ns]
after floorplan | 0.000853 | 4450 | 3.13
after global placement | 0.000933 | 5520 | 2.55
after detailed placement | 0.000934 | 5520 | 2.50
after CTS | 0.00142 | 5730 | 2.13
after global routing | 0.00147 | 5730 | 1.99
final | 0.00140 | 5730 | 2.19
-- layer usage --
layer | part of all wire, % | up-vias
met4 | 0.81 | 0
met3 | 6.2 | 5
li1 | - | 1740
met5 | 0 | -
met2 | 44 | 90
met1 | 49 | 1555
-- kinds of logic after synthesis --
kind of cell	share of synthesized area [%]
muxes	12.3
other	0.0852
DFF	47.8
and+or+nand+nor	26.7
buffers and inverters	6.00
AOI/OAI and AO/OA	7.16
-- worst min-delay path, cell delays in order (launching register included) --
cell,delay (ns)
dfxtp_1,0.35
nor2b_1,0.05
mux2i_1,0.10
-- flip-flops by register name, summed over array words and instances, names as in the netlist --
register  count
addr_r       32
ptm_r        20
stm_r        16
val_r        18
read_r        1
src_r        18
-- cell type report --
| class | count | share of cell area [%] |
|---|---|---|
| Multi-Input combinational cell | 309 | 36.5 |
| Timing Repair Buffer | 110 | 18.9 |
| Clock inverter | 7 | 1.51 |
| Tap cell | 136 | 2.97 |
| Sequential cell | 105 | 36.7 |
| Clock buffer | 9 | 2.16 |
| Inverter | 20 | 1.31 |
-- path summary, 6_finish.rpt --
check | start | end | slack [ns] | cells past startpoint
hold / removal | stm_r[1] | stm_r[1] | 0.54 | 2
hold reg to reg | stm_r[1] | stm_r[1] | 0.54 | 2
setup / recovery | addr_r[12] | rdata_o[2] | 2.19 | 5
setup reg to reg | ptm_r[15] | src_r[7] | 4.75 | 4
-- cells in the final DEF, fill, tap and decap left out, types with 2 or more instances in the layout --
cell and n:
dfxtp_1 105, clkbuf_8 9, nor4b_1 3, nor4bb_1 2
nand2_1 18, nor4_4 4, inv_8 2, inv_1 20
or4_1 3, nor2b_1 74, conb_1 14, and2_1 18
nand3_1 2, clkinv_4 2, a21oi_1 36, nor4_1 17
nor3_1 18, nor2_1 18, clkdlybuf4s50_1 103, nand4_1 4
buf_4 6, mux2i_1 54, o31ai_1 18
-- where the power goes --
part	internal (W)	switching, W
clock	0.000212	0.000269
sequential	0.000762	0.0000181
combinational	0.0000844	0.0000516
total	0.00106	0.000339
No activity file was given, so power comes from the tool's default toggle rates.
